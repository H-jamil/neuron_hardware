==> flow/design.v <==
`timescale 1ns / 1ps
module addrConv(
    input [8:0] addrIN,
    input sign,
    output [8:0] addrOUT
    );
    reg [8:0] addrOUT;
    always @(*) begin
       if (sign==0)
          addrOUT = addrIN;
       else
          addrOUT=~addrIN+1;
    end
endmodule
==> flow/config.mk <==
export PLATFORM = sky130hd
export DESIGN_NAME = addrConv
export DESIGN_NICKNAME = addrConv
export VERILOG_FILES = /design/flow/design.v
export SDC_FILE = /design/flow/constraint.sdc
export NUM_CORES = 4
export LEC_CHECK = 1
export CORE_AREA = 10 10 70 70
export DIE_AREA = 0 0 80 80
==> flow/constraint.sdc <==
current_design addrConv

set clk_period 2.5
set clk_io_pct 0.2

create_clock -name clk0 -period $clk_period

set non_clock_inputs [all_inputs -no_clocks]
set_input_delay [expr $clk_period * $clk_io_pct] -clock clk0 $non_clock_inputs
set_output_delay [expr $clk_period * $clk_io_pct] -clock clk0 [all_outputs]
==> flow/run.sh <==
#!/bin/bash
# OpenROAD 26Q1-2900-gdf79404cd8, Yosys 0.63+post, stock flow scripts
make -C /OpenROAD-flow-scripts/flow DESIGN_CONFIG=/design/flow/config.mk WORK_HOME=/design/flow/orfs finish
==> impl_metrics.tcl <==
# metrics dict for downstream scripts
set metrics [dict create \
    layoutNonFillerInstCount 97 \
    grt_pass1_vias 238 \
    floorplan.core_util_pct 5.31 \
    post_cts_buffers 0 \
    drc 0 \
    ant_nets 0 \
    seq_area_um2 0 \
    area_delta_synth_final_pct 168 \
    setup.worst_path.start_class "input port" \
    grt_pass1_wl_um 1100 \
    yosysChipArea_um2 181 \
    pwr-share-seq_pct 0 \
    post-place-cells 97 \
    crit_slowest_cell "clkdlybuf4s50_1" \
    globalplace.congestion 0.781 \
    overflow 0 \
    worstMarginPinSlew_ps 261 \
    grt_util_met2_pct 3.77 \
    combPwrFrac_pct 100.0 \
    fin_crit_sh_pct 96.4 \
    yosysWarnings 1 \
    rows 21 \
    finish.instance_area_um2 487 \
    placed_area_um2 474 \
    die_h_um 80 \
    core_area_um2 3420 \
    slowest_delay_ps 490 \
    p_sw_share_pct 33.0 \
    slew_headroom_pct 82.4 \
    p_sw_uw 24.8 \
    routed_wl_um 760 \
    worst-path-max-fanout 4 \
    critPathBufInv 3 \
    crit_arrival_ps 1910 \
    synth.cell_area_um2 181 \
    final_layout_size_suffix_gt1_share_pct 21.6 \
    critPathKind "in -> out" \
    warnings 32 \
    power_uw 75.2 \
    ioPinCount 19 \
    die_x_um 80 \
    wl_per_cell_um 7.84 \
    dp_hpwl_um 709 \
    min_period_ps 2410 \
    grt_util_all_layers_pct 2.10 \
    cp_top_family "buffers and inverters" \
    synth_cells 26 \
    vias 269 \
    avgSynthCellArea_um2 6.98 \
    met1_usage_pct 2.44 \
    hold_viol 0 \
    dr.pass1.iters 2 \
    rsz0062_at_grt "false" \
    clock.fmax_ghz 0.415 \
    busiest_layer "met2" \
    antenna_found_initial 0 \
    postCtsHoldBufs 0 \
    p_int_uw 50.4 \
    use_met3_pct 0.795 \
    synth.distinct_cells 15 \
    antenna_cells 0 \
    flop-count 0 \
    port_buffers 19 \
    cp_cell_sequence "clkdlybuf4s50_1 > inv_1 > a31oi_1 > xor2_1 > clkdlybuf4s50_1" \
    clkPwrFrac_pct 0 \
    peakVddDrop_uv 22.0 \
    report.final.slew_viol_count 0 \
    setup_violations 0 \
    drt-initial-drc-count 15 \
    cap_violations 0 \
    ys_cells 26 \
    avgViaCountPerCell 2.77 \
    whs_ps 1660 \
    path_common_cell "clkdlybuf4s50_1" \
    n_clock_buffer 0 \
    power_density_nw_per_um2 155 \
    hold_class "in -> out" \
    critPathCaptureType "output port" \
    status "complete, no violations" \
    synth-seq-area-share_pct 0 \
    grt_max_degree 5 \
    n_fill_cell 396 \
    die_area_um2 6400 \
    fin_tns_setup_ps 0 \
    required_ps 2000 \
    leakage_nw 0.210 \
]
[path summary, 6_finish.rpt]
kind	startpoint	to	cells past startpoint
min	addrIN[3]	addrOUT[3]	4
max	sign	addrOUT[8]	5
[cells by family after synthesis]
logic type,count (synthesis),share of synthesized area [%]
compound gates,7,26.2
xor+xnor,7,33.8
simple gates,7,22.8
buf+inv,4,10.3
fa+ha+maj,1,6.90
[power groups by stage]
stage	combinational, mW	sequential (mW)	clock [mW]
4_1_cts	0.0775	0	0
5_1_grt	0.0832	0	0
6_report	0.0752	0	0
[layout make-up]
| type | instances | area [um2] | share of cell area [%] |
|---|---|---|---|
| Multi-Input combinational cell | 22 | 179 | 36.8 |
| Timing Repair Buffer | 26 | 239 | 49.1 |
| Inverter | 3 | 11.3 | 2.31 |
| Tap cell | 46 | 57.6 | 11.8 |
[layout by cell type (no fill, tap or decap), drive strengths merged]
cell	instances
nand2	1
inv	3
nor2	2
xnor2	3
dlymetal6s2s	2
xor2	4
nor4	1
o21ai	2
nor3	1
ha	1
buf	7
clkdlybuf4s50	10
o41ai	1
nand2b	1
a21oi	3
dlygate4sd2	7
or2	1
a31oi	1
[per-stage QoR]
stage	util (%)	setup slack, ps
2_1_floorplan	-	914
3_3_place_gp	13.9	-153
3_5_place_dp	13.9	-175
4_1_cts	14.0	74.5
5_1_grt	14.2	6.87
6_report	14.2	91.0
[metal layers]
metal	part of all wire (%)	up-vias
met3	14	0
met4	0	0
met2	45	11
li1	-	139
met5	0	-
met1	41	119
[Yosys cell counts]
cell      count  share of area [%]
ha_1          1                6.9
nor2_1        2                4.1
xor2_1        4                 19
buf_4         1                4.1
or2_1         1                3.5
nor4_2        1                6.9
nand2_1       1                2.1
o21ai_0       2                5.5
a31oi_1       1                3.5
xnor2_1       3                 14
a21oi_1       3                8.3
o41ai_2       1                9.0
nand2b_1      1                3.5
nor3_1        1                2.8
inv_1         3                6.2
[timing repair]
item,in CTS,in global routing
endpoints found under the hold margin,0,0
endpoints found under the setup margin,8,3
cloned,0,0
resized,9,3
pin swaps,6,4
Power figures rest on the tool's default switching activity, not on a simulated workload.
