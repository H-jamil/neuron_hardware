$ cat ./run.sh
#!/bin/bash
# OpenROAD 26Q1-2900-gdf79404cd8, Yosys 0.63+post, stock flow scripts
make -C /OpenROAD-flow-scripts/flow DESIGN_CONFIG=/design/flow/config.mk WORK_HOME=/design/flow/orfs finish
$ cat ./config.mk
export PLATFORM = sky130hd
export DESIGN_NAME = mac_acc
export DESIGN_NICKNAME = mac_acc
export VERILOG_FILES = /design/flow/design.v
export SDC_FILE = /design/flow/constraint.sdc
export NUM_CORES = 4
export LEC_CHECK = 1
export CORE_UTILIZATION = 40
$ cat ./constraint.sdc
current_design mac_acc

set clk_period 12.2
set clk_io_pct 0.2

create_clock -name clk0 -period $clk_period [get_ports {clk2}]

set non_clock_inputs [all_inputs -no_clocks]
set_input_delay [expr $clk_period * $clk_io_pct] -clock clk0 $non_clock_inputs
set_output_delay [expr $clk_period * $clk_io_pct] -clock clk0 [all_outputs]
$ cat ./design.v
`timescale 1ns / 1ps
module acc(
    input [19:0] din,
    input [7:0] b,
    input clk,
    input rst,
    output [21:0] dout);
    reg [21:0] accReg, muxout;
    reg[21:0] dout;
    wire sel,en;
    wire [21:0] b_ext,sum;
    adder22 u1(din, muxout,sum);
    acc_ctrl u2(clk,rst,sel,en);
    assign b_est = {{14{b[7]}},b};  
    always @(posedge clk) begin
        if(en) begin
            dout <=sum;
        end
    end
    always @(posedge clk)
        accReg <=sum;
    always @(*) begin
        if(sel)
            muxout = b_est;
        else
            muxout = accReg;
    end
endmodule
`timescale 1ns / 1ps
module acc_ctrl(
    input clk,
    input rst,
    output sel,
    output en
);
    reg[1:0] next_state, curr_state;
    parameter s1 = 2'b00;
    parameter s2 = 2'b01;
    parameter s3 = 2'b10;
    parameter s4 = 2'b11;
    always @(posedge clk) begin
        if(rst)
            curr_state = s1;
        else
            curr_state = next_state;
    end
    always @(curr_state) begin
        case(curr_state)
            s1: next_state = s2;
            s2: next_state = s3;
            s3: next_state = s4;
            s4: next_state = s1;
        endcase
    end
    assign sel = (curr_state ==s1) ? 1'b1 : 1'b0;
    assign en =  (curr_state ==s4) ? 1'b1 : 1'b0;
endmodule
`timescale 1ns / 1ps
module adder #(
    parameter WIDTH=16,
    parameter A_WIDTH=WIDTH,
    parameter B_WIDTH=WIDTH)
    (
    input signed[A_WIDTH-1:0] a,
    input signed[B_WIDTH-1:0] b,
    output signed[WIDTH:0] s
    );
    assign s=a+b;
endmodule
`timescale 1ns / 1ps
module adder22(
    input signed[19:0] a,
    input signed[21:0] b,
    output signed[21:0] s
    );
    assign s=a+b;
endmodule
`timescale 1ns / 1ps
module mac1(
    input clk,
    input [127:0] pixels,
    input [127:0] weights,
    output [19:0] sum
    );
    wire [255:0] p;
    wire [135:0] s1;
    wire [71:0] s2;
    wire [37:0] s3;
    genvar i;
    generate
      for (i=0;i<=15;i=i+1)
        mult multName(pixels[(127-8*i):(127-8*i-7)],
                      weights[(127-8*i):(127-8*i-7)],
                      p[(255-16*i):(255-16*i-15)]);
    endgenerate
    genvar k;
    generate
      for (k=0;k<=7;k=k+1)
        adder #(16) adder16Name(p[(255-16*2*k):(255-16*2*k-15)],
                            p[(255-16*(2*k+1)):(255-16*(2*k+1)-15)],
                            s1[(135-17*k):(135-17*k-16)]);
    endgenerate
    adder #(17) adder17_1(s1[135:119],s1[118:102],s2[71:54]);
    adder #(17) adder17_2(s1[101:85],s1[84:68],s2[53:36]);
    adder #(17) adder17_3(s1[67:51],s1[50:34],s2[35:18]);
    adder #(17) adder17_4(s1[33:17],s1[16:0],s2[17:0]);
    adder #(18) adder18_1(s2[71:54],s2[53:36],s3[37:19]);
    adder #(18) adder18_2(s2[35:18],s2[17:0],s3[18:0]);
    adder #(19) adder19_1(s3[37:19],s3[18:0],sum);
endmodule
`timescale 1ns / 1ps
module mac_acc(
  input clk2,
  input rst2,
  input [127:0] pixelsIn,
  input [127:0] weightsIn,
  input [7:0] b,
  output [21:0] dout);
  wire [19:0] macOut;
  wire [21:0] dout;
  mac1 MAC(clk2,pixelsIn,weightsIn,macOut);
  acc Accumulator(macOut,b,clk2,rst2,dout);
  endmodule
`timescale 1ns / 1ps
module mult(
    input signed [7:0] a,
    input signed [7:0] b,
    output signed [15:0] p
);
    assign p=a*b;
endmodule
==> flow_summary.html <==
<h2>Implementation results</h2>
<table>
<tr><th>Metric</th><th>Value</th></tr>
<tr><th colspan="2">Run status</th></tr>
<tr><td>Outcome</td><td>finished clean</td></tr>
<tr><th colspan="2">Logic synthesis</th></tr>
<tr><td>Distinct lib cells</td><td>47</td></tr>
<tr><td>Cell count after synthesis</td><td>4760</td></tr>
<tr><td>Cell count listed in synth_stat.txt</td><td>4760</td></tr>
<tr><td>Syn Std Cell Area</td><td>0.0480 sq mm</td></tr>
<tr><td>Number of warnings printed during yosys synthesis</td><td>3</td></tr>
<tr><td>Commonest register cell after synthesis</td><td>sky130_fd_sc_hd__dfxtp_1</td></tr>
<tr><td>Yosys-reported design area after synthesis</td><td>0.0480 sq mm</td></tr>
<tr><td>Mean post-synth cell area</td><td>10.1 sq um</td></tr>
<tr><td>Number of flops mapped to enable cells by yosys</td><td>22</td></tr>
<tr><td>Share of flip-flops with an asynchronous set or reset after synthesis</td><td>0%</td></tr>
<tr><td>Register area share after synthesis</td><td>2.46%</td></tr>
<tr><td>Number of synthesized register bits</td><td>roughly 48</td></tr>
<tr><th colspan="2">Setup path</th></tr>
<tr><td>Required time of the worst setup path</td><td>12.25 ns</td></tr>
<tr><td>Worst setup path startpoint</td><td>weightsIn[59]</td></tr>
<tr><td>Nature of the critical path endpoint</td><td>flip-flop</td></tr>
<tr><td>Crit Reg-Reg Startpoint</td><td>Accumulator.u2.curr_state[0]</td></tr>
<tr><td>Maximum fanout encountered on the critical timing path</td><td>8</td></tr>
<tr><td>Register-to-register path setup slack</td><td>3.21 ns</td></tr>
<tr><td>Kind of start point of the critical path</td><td>primary input</td></tr>
<tr><td>Crit Path Category</td><td>primary input to flip-flop</td></tr>
<tr><td>CP arrival</td><td>11.76 ns</td></tr>
<tr><th colspan="2">Routing</th></tr>
<tr><td>Detailed-routing iteration count for the pre-antenna-repair pass</td><td>5</td></tr>
<tr><td>ANT nets after route</td><td>0</td></tr>
<tr><td>Wirelength, routed</td><td>121 mm</td></tr>
<tr><td>Initial drt markers</td><td>about 940</td></tr>
<tr><td>Detailed-route via count</td><td>30.0k</td></tr>
<tr><td>Average via count per standard cell</td><td>approximately 4.5</td></tr>
<tr><td>Routed WL per cell</td><td>18.0 um</td></tr>
<tr><td>Total DRC errors in the routed layout</td><td>0</td></tr>
<tr><th colspan="2">Die</th></tr>
<tr><td>Floorplan Utilization</td><td>40.5%</td></tr>
<tr><td>Number of placed I/O pins</td><td>288</td></tr>
<tr><td>Count of standard-cell rows</td><td>~130</td></tr>
<tr><td>Area of the core region</td><td>roughly 0.12 sq mm</td></tr>
<tr><td>Floorplan die area</td><td>0.121 sq mm</td></tr>
<tr><td>Die width</td><td>348 um</td></tr>
<tr><td>Vertical extent of the die</td><td>between 300 and 400 um</td></tr>
<tr><th colspan="2">Clock network</th></tr>
<tr><td>H-tree depth</td><td>2</td></tr>
<tr><td>Clock edge transition at the registers on the reported setup and hold paths</td><td>around 0.070 ns</td></tr>
<tr><td>Number of setup buffers added after CTS</td><td>0</td></tr>
<tr><td>Clock insertion delay at the later pin of the skew report</td><td>around 0.31 ns</td></tr>
<tr><td>Count of instances resized after the clock tree is built</td><td>0</td></tr>
<tr><td>Buffer depth of the longest clock path</td><td>2</td></tr>
<tr><td>Number of buffers inserted during clock tree synthesis</td><td>5</td></tr>
<tr><td>TritonCTS clock tree</td><td>done</td></tr>
<tr><td>Total of hold buffers inserted after clock tree synthesis</td><td>0</td></tr>
<tr><td>Clock root cell</td><td>sky130_fd_sc_hd__clkbuf_16</td></tr>
<tr><td>Clk sink count</td><td>48</td></tr>
<tr><th colspan="2">Placed design</th></tr>
<tr><td>Number of input and output port buffers inserted</td><td>280</td></tr>
<tr><td>Final Wtd Congestion</td><td>0.958</td></tr>
<tr><td>HPWL after detailed placement</td><td>about 110 mm</td></tr>
<tr><th colspan="2">Final timing</th></tr>
<tr><td>Fin crit share</td><td>96.0%</td></tr>
<tr><td>Hold violation total from the final report</td><td>0</td></tr>
<tr><td>Total setup violations reported at the end of the flow</td><td>0</td></tr>
<tr><td>Final Max Tran Viols</td><td>0</td></tr>
<tr><td>Setup repair after global routing missed its margin</td><td>false</td></tr>
<tr><td>Setup TNS Final</td><td>0 ns</td></tr>
<tr><td>Measured slew at the worst slew-check pin</td><td>0.657 ns</td></tr>
<tr><td>Shortest clock period the worst path allows after layout</td><td>around 12 ns</td></tr>
<tr><td>Worst clock skew on the final layout</td><td>0.00971 ns</td></tr>
<tr><td>Maximum frequency from static timing analysis</td><td>85.3 MHz</td></tr>
<tr><td>Remaining max-slew budget at the tightest pin</td><td>55.9%</td></tr>
<tr><th colspan="2">Finish</th></tr>
<tr><td>Top library cells by usage in the layout, fill and taps aside</td><td>1701 x sky130_fd_sc_hd__inv_1, 1484 x sky130_fd_sc_hd__fa_1, 460 x sky130_fd_sc_hd__and2_1</td></tr>
<tr><td>Area growth, synth to finish</td><td>11.1%</td></tr>
<tr><td>Most common cell after layout, fill and taps aside</td><td>sky130_fd_sc_hd__inv_1</td></tr>
<tr><td>Layout cells sized above 1</td><td>1.34%</td></tr>
<tr><th colspan="2">Global routing</th></tr>
<tr><td>Via count of the first global-routing pass</td><td>34.5k</td></tr>
<tr><td>Largest net degree at the start of global routing</td><td>16</td></tr>
<tr><td>Total gr overflow</td><td>0</td></tr>
<tr><td>Global-route wire length before repair</td><td>197 mm</td></tr>
<tr><td>Total global routing track utilization</td><td>23.3%</td></tr>
<tr><td>Antenna violations before repair</td><td>4</td></tr>
<tr><th colspan="2">Min path</th></tr>
<tr><td>Worst hold start</td><td>Accumulator.u2.curr_state[1]</td></tr>
<tr><td>Hold Path Class</td><td>flip-flop to flip-flop</td></tr>
<tr><th colspan="2">Job</th></tr>
<tr><td>Tool warning count</td><td>36</td></tr>
<tr><td>Count of max-cap constraint violations</td><td>0</td></tr>
</table>
final timing paths:
kind / depth (start not counted) / end
worst max-delay path: 28 / Accumulator.dout[20]
worst min-delay path: 1 / Accumulator.u2.curr_state[3]
worst max register to register: 25 / Accumulator.dout[20]
worst min register to register: 1 / Accumulator.u2.curr_state[3]
layout make-up:
class | instances | area [sq um]
timing repair buffer | 333 | 3200
clock inverter | 2 | 12.5
inverter | 1701 | 6380
fill | 11278 | 65200
sequential | 48 | 1180
tap | 1600 | 2000
antenna | 3 | 7.51
clock buffer | 6 | 150
multi-input combinational | 3001 | 40400
registers in the layout, indices dropped and copies added (netlist names):
name and count:
Accumulator.accReg 22, Accumulator.dout 22, Accumulator.u2.curr_state 4
routing by layer:
metal	up-vias	share of wire, %	wire length, um	GRT usage [%]
met5	-	0.011	13	0
met4	2	0.99	1200	1.70
met3	42	9.2	11100	8.44
met2	878	49	59200	36.4
met1	15398	41	49300	34.8
li1	13718	-	-	-
per-stage QoR:
| step | hold slack [ns] | cells | setup slack [ns] | utilization, % | instance area, sq um |
|---|---|---|---|---|---|
| floorplan | 0.414 | 4760 | 1.49 | - | 48000 |
| global placement | 0.417 | 6683 | 0.266 | 44.8 | 53100 |
| detailed placement | 0.427 | 6683 | 0.255 | 44.8 | 53100 |
| CTS | 0.442 | 6691 | 0.531 | 45.0 | 53300 |
| global route | 0.465 | 6694 | 0.0630 | 45.0 | 53300 |
| finish | 0.436 | 6694 | 0.483 | 45.0 | 53300 |
cell families (layout without fill, tap and decap cells):
kind of cell | count (synthesis) | after routing | synth area share (%)
compound gates | 51 | 51 | 0.761
flops | 48 | 48 | 2.46
other cells | 0 | 3 | 0
buf+inv | 1711 | 2042 | 13.4
xor+xnor | 39 | 39 | 0.712
mux | 3 | 3 | 0.0678
simple gates | 1076 | 1076 | 11.6
fa+ha+maj | 1832 | 1832 | 71.0
synthesized netlist by cell type, drive strengths merged, types with 2 or more instances:
master,count,area (sq um)
o31ai,2,15.0
nand3b,2,15.0
clkbuf,8,30.0
a31oi,2,12.5
fa,1484,29700
mux2,2,22.5
nor2,24,90.1
nand3,2,10.0
edfxtp,22,661
nand2b,83,519
a311oi,3,32.5
or2,2,12.5
and4,2,20.0
nand2,443,1660
nor2b,53,332
inv,1701,6380
a21oi,13,65.1
a21o,5,37.5
o21ai,12,60.1
buf,2,22.5
xor2,6,52.6
ha,348,4350
xnor2,33,289
and2,460,2880
dfxtp,26,521
o21bai,4,30.0
critical path, stage by stage:
cell	delay, ns
sky130_fd_sc_hd__clkdlybuf4s50_1	0.68
sky130_fd_sc_hd__nand2_1	0.13
sky130_fd_sc_hd__fa_1	0.55
sky130_fd_sc_hd__inv_1	0.05
sky130_fd_sc_hd__fa_1	0.50
sky130_fd_sc_hd__inv_1	0.06
sky130_fd_sc_hd__fa_1	0.56
sky130_fd_sc_hd__inv_1	0.09
sky130_fd_sc_hd__fa_1	0.58
sky130_fd_sc_hd__inv_1	0.07
sky130_fd_sc_hd__fa_1	0.54
sky130_fd_sc_hd__inv_1	0.05
sky130_fd_sc_hd__fa_1	0.53
sky130_fd_sc_hd__fa_1	0.65
sky130_fd_sc_hd__inv_1	0.08
sky130_fd_sc_hd__fa_1	0.48
sky130_fd_sc_hd__fa_1	0.53
sky130_fd_sc_hd__fa_1	0.50
sky130_fd_sc_hd__inv_1	0.05
sky130_fd_sc_hd__fa_1	0.46
sky130_fd_sc_hd__ha_1	0.29
sky130_fd_sc_hd__ha_1	0.23
sky130_fd_sc_hd__or2_1	0.23
sky130_fd_sc_hd__a311oi_1	0.28
sky130_fd_sc_hd__nor2_1	0.17
sky130_fd_sc_hd__a311oi_2	0.44
sky130_fd_sc_hd__o31ai_1	0.15
sky130_fd_sc_hd__xor2_1	0.41
