## flow/design.v

```verilog
`timescale 1ns / 1ps
module adder #(
    parameter WIDTH=16,
    parameter A_WIDTH=WIDTH,
    parameter B_WIDTH=WIDTH)
    (
    input signed[A_WIDTH-1:0] a,
    input signed[B_WIDTH-1:0] b,
    output signed[WIDTH:0] s
    );
    assign s=a+b;
endmodule
`timescale 1ns / 1ps
module mac2(
    input clk,
    input [127:0] pixelsIn,
    input [127:0] weightsIn,
    output [19:0] sumOut
    );
    reg [255:0] pr;
    wire [255:0] p;
    wire [135:0] s1;
    wire [71:0] s2;
    wire [37:0] s3;
    reg [127:0] pixels, weights;
    reg [19:0] sumOut;
    wire[19:0] sum;
    always@(posedge clk)
      begin
      pixels<=pixelsIn;
      weights<=weightsIn;
      pr<=p;
      sumOut<=sum;
      end
    genvar i;
    generate
      for (i=0;i<=15;i=i+1)
        mult multName(pixels[(127-8*i):(127-8*i-7)],
                      weights[(127-8*i):(127-8*i-7)],
                      p[(255-16*i):(255-16*i-15)]);
    endgenerate
    genvar k;
    generate
      for (k=0;k<=7;k=k+1)
        adder #(16) adder16Name(pr[(255-16*2*k):(255-16*2*k-15)],
                            pr[(255-16*(2*k+1)):(255-16*(2*k+1)-15)],
                            s1[(135-17*k):(135-17*k-16)]);
    endgenerate
    adder #(17) adder17_1(s1[135:119],s1[118:102],s2[71:54]);
    adder #(17) adder17_2(s1[101:85],s1[84:68],s2[53:36]);
    adder #(17) adder17_3(s1[67:51],s1[50:34],s2[35:18]);
    adder #(17) adder17_4(s1[33:17],s1[16:0],s2[17:0]);
    adder #(18) adder18_1(s2[71:54],s2[53:36],s3[37:19]);
    adder #(18) adder18_2(s2[35:18],s2[17:0],s3[18:0]);
    adder #(19) adder19_1(s3[37:19],s3[18:0],sum);
endmodule
`timescale 1ns / 1ps
module mult(
    input signed [7:0] a,
    input signed [7:0] b,
    output signed [15:0] p
);
    assign p=a*b;
endmodule
```

## flow/run.sh

```bash
#!/bin/bash
# OpenROAD 26Q1-2900-gdf79404cd8, Yosys 0.63+post, stock flow scripts
make -C /OpenROAD-flow-scripts/flow DESIGN_CONFIG=/design/flow/config.mk WORK_HOME=/design/flow/orfs finish
```

## flow/config.mk

```make
export PLATFORM = sky130hd
export DESIGN_NAME = mac2
export DESIGN_NICKNAME = mac2
export VERILOG_FILES = /design/flow/design.v
export SDC_FILE = /design/flow/constraint.sdc
export NUM_CORES = 4
export LEC_CHECK = 1
export CORE_UTILIZATION = 40
```

## flow/constraint.sdc

```tcl
current_design mac2

set clk_period 11.3
set clk_io_pct 0.2

create_clock -name clk0 -period $clk_period [get_ports {clk}]

set non_clock_inputs [all_inputs -no_clocks]
set_input_delay [expr $clk_period * $clk_io_pct] -clock clk0 $non_clock_inputs
set_output_delay [expr $clk_period * $clk_io_pct] -clock clk0 [all_outputs]
```

==> impl_metrics.tcl <==
# collected from the flow reports
set metrics [dict create \
    netlist_instances 5556 \
    firstDrtPassIters 5 \
    post-cts-setup-buffers 0 \
    hp-class "reg -> reg" \
    layout.cells.non_filler 7817 \
    synthesis.area_mm2 0.0565 \
    grt_max_degree 15 \
    antenna_found_initial 15 \
    cts_hold_buf 0 \
    die_h_um 378 \
    hold_violations 0 \
    fillers 12900 \
    cts_tree "done" \
    slowest_delay_ns 0.56 \
    synth.avg_cell_area_um2 10.2 \
    synth-cells-yosys 5556 \
    layout-drive-gt1-share_pct 2.21 \
    top_cells_by_count "1457 x inv_1, 1112 x fa_1, 620 x and2_1, 532 x dfxtp_1, 489 x ha_1" \
    cp-startpoint "pr[130]" \
    yosys-stat-area_mm2 0.0565 \
    grt-ovfl-total 0 \
    grt_usage_pct 20.1 \
    chip_area_mm2 0.143 \
    clkTransAtPathRegs_ns 0.06 \
    crit_top_cell "fa_1" \
    area_growth_pct 12.9 \
    ff_type "dfxtp_1" \
    top_cell_area_share_pct 39.4 \
    std_cell_rows 137 \
    drc 0 \
    cts_buffer_depth 3 \
    comb_area_mm2 0.0403 \
    edf_count 0 \
    via_count 35400 \
    fmax_ghz 0.183 \
    cp_data_arrival_time_ns 6.06 \
    r2r_start "pr[130]" \
    path_max_fanout 3 \
    initCoreUtil_pct 40.4 \
    crit_type "reg -> reg" \
    setup_viol 0 \
    topCellsByArea "fa_1 39%, dfxtp_1 19%, ha_1 11%" \
    fin_skew_ns 0.0216 \
    dp_hpwl_mm 109 \
    cap_violations 0 \
    seq_area_mm2 0.0107 \
    die_x_um 378 \
    min_period_ns 5.47 \
    rsz0062_at_grt "no" \
    finalSetupTns_ns 0 \
    maxSlewHeadroom_pct 23.0 \
    synth_area_leader_cell "fa_1" \
    worstPathRequired_ns 11.89 \
    top_cell "inv_1" \
    grt_pass1_wl_mm 208 \
    drtAntennaViolNets 0 \
    ctsRootBufferMaster "clkbuf_16" \
    gp_congestion 0.910 \
    cts-resized-gates 0 \
    numSynthFlops 532 \
    path_delay_family "adder cells" \
    crit_path_start_kind "flip-flop" \
    pin_count 277 \
    status "finished, final reports clean" \
    cts_buffers 67 \
    htree_levels 3 \
    cp_cell_sequence "fa_1 > inv_1 > fa_1 > inv_1 > fa_1 > fa_1 > fa_1 > inv_1 > fa_1 > inv_1 > ha_1 > fa_1 > a21o_1 > a31o_2 > nor2_1 > o31ai_1 > o31ai_1 > xnor2_1" \
    synth_seq_share_pct 18.9 \
    dpl.cell_count 7697 \
    insertion_delay_ns 0.67 \
    finalCritPeriodShare_pct 48.4 \
    synth.distinct_cells 58 \
    wl_mm 126 \
    yosysWarnings 1 \
    tightestPinTransition_ns 1.14 \
    viasPerCell 4.53 \
    crit_buf_inv 4 \
    cts.sinks 532 \
    cp-end-kind "flip-flop" \
    grt_pass1_vias 38700 \
    crit_slowest_cell "fa_1" \
    hold_path.startpoint "pr[240]" \
    warning_count 25 \
    core_area_mm2 0.140 \
    drv_slew 0 \
    numPortBuffers 276 \
    async_flop_share_pct 0 \
    wire_per_inst_um 16.1 \
    drt_iter0_markers 1211 \
]
[cells by family (layout without fill, tap and decap cells)]
family | count (synthesis) | in the layout | share of synthesized area (%)
buf+inv | 1468 | 1851 | 9.76
fa+ha+maj | 1601 | 1601 | 50.3
mux | 8 | 8 | 0.146
flops | 532 | 532 | 18.9
xor+xnor | 272 | 272 | 4.24
other cells | 0 | 2 | 0
compound gates | 314 | 314 | 3.65
simple gates | 1361 | 1361 | 13.1
[path summary, 6_finish.rpt]
check,end,cells after the start,slack [ns]
min,sumOut[0],1,0.59
max,sumOut[16],18,5.83
min reg2reg,sumOut[0],1,0.59
max reg2reg,sumOut[16],18,5.83
[stage by stage]
stage	worst slack [ns]	util, %	hold slack, ns	cell area (um^2)
3_5_place_dp	5.80	44.0	0.582	61500
2_1_floorplan	6.16	-	0.432	56500
3_3_place_gp	5.81	44.0	0.598	61500
5_1_grt	5.57	45.6	0.619	63800
4_1_cts	5.80	45.6	0.602	63800
6_report	5.83	45.6	0.588	63800
[worst reg2reg max path, stage by stage, from the launching register on]
cell,delay [ns]
dfxtp_1,0.31
fa_1,0.52
inv_1,0.05
fa_1,0.50
inv_1,0.06
fa_1,0.56
fa_1,0.43
fa_1,0.48
inv_1,0.05
fa_1,0.47
inv_1,0.04
ha_1,0.21
fa_1,0.46
a21o_1,0.23
a31o_2,0.28
nor2_1,0.16
o31ai_1,0.16
o31ai_1,0.28
xnor2_1,0.15
[cell usage in the layout (no fill, tap or decap), drive strengths merged, types with 6 or more instances in the layout]
cell type / instances
inv: 1467
fa: 1112
and2: 620
dfxtp: 532
ha: 489
nand2: 342
clkdlybuf4s50: 276
xnor2: 219
nand2b: 117
a21oi: 107
nor2: 101
clkbuf: 86
nor2b: 71
o21ai: 54
xor2: 52
a21o: 40
nor3: 30
a31oi: 19
nand4: 18
o21a: 15
or3: 13
clkinv: 12
nand3: 11
o21bai: 10
and3: 9
or2: 8
a311o: 8
o211ai: 7
o22ai: 7
clkinvlp: 7
a211oi: 7
o311ai: 7
mux2i: 6
a2111oi: 6
a311oi: 6
[layout make-up]
type                    instances  area share [%]
inverters                    1457            8.58
flip-flops and latches        532            16.7
clock buffers                  86            2.90
repair buffers                276            4.33
diodes                          2         0.00785
multi-input cells            3556            63.2
well taps                    1876            3.68
clock inverters                32           0.593
[sequential cells by signal, summed over array words and instances (netlist names)]
signal   count
pixels     128
pr         256
weights    128
sumOut      20
[metal layers]
metal  track usage [%]  part of all wire (%)  vias to the layer above
met4              5.26                   3.5                       20
met2              31.8                    48                      690
met5             0.480                  0.16                        -
met1              27.5                    41                    17400
li1                  -                     -                    17100
met3              6.69                   7.5                      186
